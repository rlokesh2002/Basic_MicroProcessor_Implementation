`design.v`:
```
`timescale 1ns / 1ps
module Basic_Processor_Struct(
    input [7:0] INSTR,
    input CLK, input RST,
    input [7:0] Load,
    output [7:0] OUT
    );
	wire [2:0] MUX_2to1_OUT;
	wire [7:0] MUX_8to1_OUT, MUX_4to1_OUT, ADD_OUT, DCDR;
	wire [7:0] A_out, B_out, C_out, D_out, E_out, F_out, G_out, H_out;
	wire flag, Car_out;
	RGSTR8CE A(A_out, CLK, DCDR[0], RST, MUX_4to1_OUT);
	RGSTR8CE B(B_out, CLK, DCDR[1], RST, MUX_4to1_OUT);
	RGSTR8CE C(C_out, CLK, DCDR[2], RST, MUX_4to1_OUT);
	RGSTR8CE D(D_out, CLK, DCDR[3], RST, MUX_4to1_OUT);
	RGSTR8CE E(E_out, CLK, DCDR[4], RST, MUX_4to1_OUT);
	RGSTR8CE F(F_out, CLK, DCDR[5], RST, MUX_4to1_OUT);
	RGSTR8CE G(G_out, CLK, DCDR[6], RST, MUX_4to1_OUT);
	RGSTR8CE H(H_out, CLK, DCDR[7], RST, MUX_4to1_OUT);
	AND2 A1(flag, INSTR[7], INSTR[6]);
	MUX2_1 M1(MUX_2to1_OUT, INSTR[2:0], INSTR[5:3], flag);
	MUX8_1 M2(MUX_8to1_OUT, A_out, B_out, C_out, D_out, E_out, F_out, G_out, H_out, MUX_2to1_OUT);
	ADDSUB_MACRO #(
		.DEVICE("VIRTEX6"),  
		.LATENCY(0),  
		.WIDTH(8)  
		) ADDSUB_MACRO_inst (
		.CARRYOUT(Car_out),  
		.RESULT(ADD_OUT),  
		.A(MUX_8to1_OUT),  
		.ADD_SUB(1'b1),  
		.B(A_out),  
		.CARRYIN(1'b0),  
		.CE(1'b1),  
		.CLK(CLK),  
		.RST(RST)  
		);
	MUX4_1 M3(MUX_4to1_OUT, Load, MUX_8to1_OUT, ADD_OUT, MUX_8to1_OUT, INSTR[7:6]);
	DCDR3_8 D1(DCDR, INSTR[5:3]);
	RGSTR8CE OTPT(OUT, CLK, flag, RST, MUX_4to1_OUT);
endmodule
module RGSTR8CE(output reg [7:0] OUT, input CLK, input CE, input CLR, input [7:0] D);
	always @(negedge CLK or posedge CLR)
		begin
		if(CLR)
			OUT = 8'd0;
		else
			if(CE)
				begin
						OUT = D;
				end
		end
endmodule
module MUX2_1(output reg [2:0] OUT, input [2:0] I0, input [2:0] I1, input S);
	always @(S or I0 or I1)
	begin 
		case(S)
		1'b0:	OUT = I0;
		1'b1:	OUT = I1;
		default: OUT = 3'dx;
		endcase
	end
endmodule
module MUX8_1 (output reg [7:0] OUT, input [7:0] I0, input [7:0] I1, input [7:0] I2, input [7:0] I3, input [7:0] I4, input [7:0] I5, input [7:0] I6, input [7:0] I7, input [2:0] S);
	always @(S or I0 or I1 or I2 or I3 or I4 or I5 or I6 or I7)
	begin 
		case(S)
		3'b000:	OUT = I0;
		3'b001:	OUT = I1;
		3'b010:	OUT = I2;
		3'b011:	OUT = I3;
		3'b100:	OUT = I4;
		3'b101:	OUT = I5;
		3'b110:	OUT = I6;
		3'b111:	OUT = I7;
		default: OUT = 8'dx;
		endcase
	end
endmodule
module MUX4_1 (output reg [7:0] OUT, input [7:0] I0, input [7:0] I1, input [7:0] I2, input [7:0] I3, input [1:0] S);	 
	always @(S or I0 or I1 or I2 or I3)
	begin
		case(S)
		2'd0: OUT = I0;		 
		2'd1: OUT = I1;		 
		2'd2: OUT = I2;		 
		2'd3: OUT = I3;		 
		default: OUT = 8'dx;
		endcase
	end
endmodule
module DCDR3_8(output reg [7:0] OUT, input [2:0] IN);	 
	always @(IN)
	begin 
		case(IN)
		3'd0: OUT = 8'b00000001;
		3'd1: OUT = 8'b00000010;
		3'd2: OUT = 8'b00000100;
		3'd3: OUT = 8'b00001000;
		3'd4: OUT = 8'b00010000;
		3'd5: OUT = 8'b00100000;
		3'd6: OUT = 8'b01000000;
		3'd7: OUT = 8'b10000000;
		default: OUT = 8'd0;
		endcase
	end
endmodule
```
`run.sh`:
```
#!/bin/bash
# OpenROAD 26Q1-2900-gdf79404cd8, Yosys 0.63+post, stock flow scripts
make -C /OpenROAD-flow-scripts/flow DESIGN_CONFIG=/design/flow/config.mk WORK_HOME=/design/flow/orfs finish
```
`config.mk`:
```
export PLATFORM = sky130hd
export DESIGN_NAME = MUX8_1
export DESIGN_NICKNAME = MUX8_1
export VERILOG_FILES = /design/flow/design.v
export SDC_FILE = /design/flow/constraint.sdc
export NUM_CORES = 4
export LEC_CHECK = 1
export CORE_AREA = 10 10 70 70
export DIE_AREA = 0 0 80 80
```
`constraint.sdc`:
```
current_design MUX8_1

set clk_period 2.7
set clk_io_pct 0.2

create_clock -name clk0 -period $clk_period

set non_clock_inputs [all_inputs -no_clocks]
set_input_delay [expr $clk_period * $clk_io_pct] -clock clk0 $non_clock_inputs
set_output_delay [expr $clk_period * $clk_io_pct] -clock clk0 [all_outputs]
```
==> results.ini <==
[outcome]
status=finished, final reports clean

[synth]
avgSynthCellArea_sq_um=14.57
synthCells=39
yosys_warnings=1
yosys.cell_types.count=17
yosysSeqAreaShare_pct=0
ys_cells=39
yosysChipArea_sq_um=568.0
syn_area_sq_um=568.0

[grt]
grt_pass1_wl_mm=4.008
grt_max_degree=10
grt_pass1_vias=817
overflow=0
grt_usage_pct=7.806
antenna_found_initial=0

[placement]
hpwl_mm=2.252
dpl.cell_count=160
gp_congestion=0.7400
dp_slack_ns=-0.3111
port_buffers=75

[critical_path]
required_ns=2.16
cpMaxStageDelayCell=mux4_1
crit_start=I1[1]
cp_cell_sequence=clkdlybuf4s50_1 -> mux4_1 -> mux2_2 -> clkdlybuf4s50_1
cpPeakStageDelay_ns=0.48
critPathArrivalTime_ns=2.10
crit_fanout=1
cp-start-kind=input pin
path_common_cell=clkdlybuf4s50_1
path_class=in -> out
critPathCaptureType=primary output
crit_family=buffers and inverters
crit_buf_inv=2

[die]
fp.dieW_microns=80
io_pins=75
fp-utilization_pct=16.63
chipHeight_microns=80
std_cell_rows=21
die_area_sq_mm=0.006400
core_area_sq_mm=0.003416

[flow_run]
cap_violations=0
warnings=32

[final_timing]
worst_pin_slew_ns=0.2345
hold_viol=0
slew_violations=0
whs_ns=1.705
fmax_mhz=378.1
setup_tns_ns=0
setup_viol=0
setup_ws_ns=0.05518
max-slew-margin-rel_pct=84.34
fin_crit_ns=2.645
period_used_pct=97.96
rsz0062_at_grt=false

[power]
p_int_mw=0.1719
clockPowerShare_pct=0
pwr-share-comb_pct=100.0
seqPwrFrac_pct=0
powerDensity_mw_per_mm2=146.0
p_leak_nw=0.5949
p_switching_mw=0.04309
switching_share_pct=20.05
peakVddDrop_v=0.00005863

[drt]
wire_per_inst_microns=16.31
first_pass_iters=2
via_per_inst=4.331
num_antenna_cells=0
drc_errors=0
wirelength_mm=2.659
vias=706
drt-initial-drc-count=9
postRouteAntennaNets=0

[finish]
clock_buffers=0
syn2layout_area_growth_pct=159.3
flops=0
layout_top_cells=clkdlybuf4s50_1 (70), mux4_1 (11), mux2_2 (7)
final_util_pct=43.11
layout-drive-gt1-share_pct=16.24
lay_top_count=clkdlybuf4s50_1
layout.cells.non_filler=163
regArea_sq_um=0
fillerInstances=325

[hold_path]
min_from=S[2]
min_path_type=in -> out

[worst min-delay path, stage by stage]
cell            delay (ns)
dlymetal6s2s_1        0.21
buf_4                 0.18
mux2_2                0.14
dlymetal6s2s_1        0.10
[kinds of logic after synthesis]
kind of cell | Yosys count | share of synthesized area (%)
mux | 24 | 82.60
buf+inv | 6 | 7.047
compound gates | 5 | 5.948
simple gates | 4 | 4.405
[worst paths after layout]
check,slack [ns],cells past startpoint,to
max,0.06,4,OUT[1]
min,1.70,4,OUT[7]
[synth_stat cells (all sizes together)]
master	n	area [sq um]
buf	4	32.53
o22ai	1	6.260
inv	1	3.750
mux2	7	78.83
or4b	1	10.01
mux4	14	360.3
clkbuf	1	3.750
mux2i	3	30.03
nor3	1	5.000
a211oi	1	7.510
a2bb2oi	1	8.760
o21ai	1	5.000
nand2	1	3.750
nand2b	1	6.260
a31oi	1	6.260
[per-layer routing]
layer	vias up	track usage, %	routed length, microns
li1	345	-	-
met1	319	9.104	1064
met2	42	13.56	1275
met3	0	3.636	320
met4	0	0	0
met5	-	0	0
[metrics by stage]
stage / instance area [sq um] / total power [mW]
after floorplan: 568.0 / 0.06656
after global placement: 1403 / 0.2044
after detailed placement: 1403 / 0.2062
after CTS: 1468 / 0.2205
after global routing: 1473 / 0.2303
final: 1473 / 0.2149
[what timing repair did]
item / CTS / global route
pin swaps: 0 / 0
hold buffers: 0 / 0
setup endpoints to repair: 8 / 4
gates resized: 8 / 5
cloned: 2 / 0
hold endpoints to repair: 0 / 0
setup buffers: 1 / 0
[power groups by stage]
stage	clock, mW	sequential, mW	combinational [mW]
after CTS	0	0	0.220
after global routing	0	0	0.230
final	0	0	0.215
[layout make-up]
class              count  area [sq um]  share of cell area, %
multi-input cells     33         524.3                  35.60
inverters              1         3.754                 0.2549
well taps             46         57.56                  3.908
repair buffers        83         887.1                  60.24
Power and IR drop assume default switching activity.
